==> flow/run.sh <==
#!/bin/bash
# OpenROAD 26Q1-2900-gdf79404cd8, Yosys 0.63+post, stock flow scripts
make -C /OpenROAD-flow-scripts/flow DESIGN_CONFIG=/design/flow/config.mk WORK_HOME=/design/flow/orfs finish
==> flow/config.mk <==
export PLATFORM = sky130hd
export DESIGN_NAME = uart_rx
export DESIGN_NICKNAME = uart_rx
export VERILOG_FILES = /design/flow/design.v
export SDC_FILE = /design/flow/constraint.sdc
export NUM_CORES = 4
export LEC_CHECK = 1
export CORE_AREA = 10 10 101 101
export DIE_AREA = 0 0 111 111
==> flow/constraint.sdc <==
current_design uart_rx

set clk_period 2.8
set clk_io_pct 0.2

create_clock -name clk0 -period $clk_period [get_ports {clk_3125}]

set non_clock_inputs [all_inputs -no_clocks]
set_input_delay [expr $clk_period * $clk_io_pct] -clock clk0 $non_clock_inputs
set_output_delay [expr $clk_period * $clk_io_pct] -clock clk0 [all_outputs]
==> flow/design.v <==
module uart_rx(
    input clk_3125,
    input rx,
    output reg [7:0] rx_msg,
    output reg rx_parity,
    output reg rx_complete
    );
initial begin
    rx_msg = 8'b0;
    rx_parity = 1'b0;
    rx_complete = 1'b0;
end
reg [7:0] buffer = 0;  
reg [3:0] data_cycles = 0;  
reg [5:0] counter = 0;  
localparam idle =1'b0, receive =1'b1;  
reg state = idle;
always @(posedge clk_3125 ) begin
case (state) 
idle : begin  
		rx_parity <= (^buffer);
		data_cycles <= 0;
		rx_complete <= (buffer || rx_msg) ? 1 : 0;  
		rx_msg <= buffer;
		counter <= 1;
		buffer <= 0;
		state <= receive;
end
receive : begin  
	rx_complete <= 0;
	if (data_cycles == 0) begin	
			if (counter < 26) begin  
					counter <= counter + 1;
			end else begin
					counter <= 0;
					data_cycles <= data_cycles + 1;
	end
	end
	else if ((data_cycles > 0) && (data_cycles <= 8)) begin
		if (counter < 26) begin  
			buffer[7-data_cycles+1] <= rx;
			counter <= counter + 1;
		end
		else begin
			buffer[7-data_cycles+1] <= rx;
			counter <= 0;
			data_cycles <= data_cycles + 1;
		end
	end
	else if (data_cycles > 8) begin
		if (counter < 26)  begin
				counter <= counter + 1;
			end
		else begin
				if (counter < 53) begin
					rx_complete <= 0;
					counter <= counter + 1;
				end		
					else begin
					state <= idle;
					counter <= 1;
					end
			end
	end
end
endcase
end
endmodule
==> flow_metrics.tcl <==
# yosys + openroad results
set metrics [dict create \
    irDropWorstVdd_uv 358 \
    die-area_um2 12300 \
    antenna_found_initial 0 \
    floorplan.initialDensity_pct 24.2 \
    primary_ff_master_synth "sky130_fd_sc_hd__edfxtp_1" \
    drt_first_pass_iters 4 \
    setup.worst_path.start_class "register" \
    synth.ff_latch_count 29 \
    dp_slack_ns -0.620 \
    worstPathMaxFanout 7 \
    slew_of_the_pin_with_the_lowest_slew_margin_ns 1.34 \
    post_synth_most_frequent_cells "sky130_fd_sc_hd__edfxtp_1 (27), sky130_fd_sc_hd__nor2_1 (19), sky130_fd_sc_hd__ha_1 (17), sky130_fd_sc_hd__inv_1 (17), sky130_fd_sc_hd__nand2_1 (16)" \
    vias 1536 \
    latest_clock_arrival_within_the_worst_skew_pair_ns 0.28 \
    critPathCaptureType "register" \
    top_layer_used "met4" \
    postLayoutSetupSlackWorst_ns -0.357 \
    cts.path.max_buffers 2 \
    drive_gt1_share_pct 28.2 \
    yosys-top-cells-area "sky130_fd_sc_hd__edfxtp_1 (41%), sky130_fd_sc_hd__ha_1 (11%), sky130_fd_sc_hd__nor2_1 (3.6%), sky130_fd_sc_hd__mux2i_1 (3.6%), sky130_fd_sc_hd__inv_1 (3.2%)" \
    detail_route.drc_violations 0 \
    syn-mean-instance-area_um2 10.1 \
    outcome "finished, violations left" \
    pin_count_of_the_biggest_net_entering_global_routing 22 \
    io_buffers 11 \
    cts_hold_buf 0 \
    detailed_place.area_um2 2400 \
    total_leakage_power_nw 0.994 \
    openroad_warning_count 31 \
    route.met2.wl_um 1880 \
    number_of_unique_standard_cell_types_used_by_synthesis 42 \
    timing.rr.start "data_cycles[1]" \
    fillerInstances 791 \
    r2r_cells 14 \
    report.final.setup_viol 8 \
    total_power_mw 3.27 \
    timing.max_cap.violations 0 \
    m1WireLength_um 1990 \
    synth_top_cell_by_area "sky130_fd_sc_hd__edfxtp_1" \
    synthesis.yosys.warnings 1 \
    top_cell_area_share_pct 41.2 \
    die_height_um 111 \
    synth.yosys.seq_area_share_pct 43.3 \
    cp-startpoint "data_cycles[1]" \
    setup-tns-final_ns -2.17 \
    path_clk_slew_ns 0.07 \
    core_area_um2 8130 \
    synth-edff-count 27 \
    gp_congestion 0.847 \
    grt_first_pass_wirelength_um 7070 \
    routed_wire_length_per_instance_um 11.9 \
    clock_sinks 29 \
    clock_tree.root_cell "sky130_fd_sc_hd__clkbuf_8" \
    synthArstFlopShare_pct 0 \
    finalInstanceArea_um2 2690 \
    yosys_area_um2 1970 \
    clock_tree_from_tritoncts "done" \
    rrSetupSlack_ns -0.36 \
    ios 12 \
    timing.final.crit_share_pct 113 \
    timing.rr.end "buffer[7]" \
    cts.htree.levels 2 \
    finalCriticalPeriod_ns 3.16 \
    chipWidth_um 111 \
    final.hold.worst_slack_ns 0.478 \
    hpwlAfterDp_um 3010 \
    worstHoldPathType "register to register" \
    powerDensity_nw_per_um2 1220 \
    antenna-diode-count 0 \
    violations "negative setup slack" \
    crit_type "register to register" \
    final_util_pct 33.0 \
    grt_usage_pct 6.64 \
    max_clock_freq_ghz 0.317 \
    postRouteAntennaNets 0 \
    finClkSkew_ns 0.00699 \
    place_inst 327 \
    area_delta_synth_final_pct 36.6 \
    first_global_vias 1487 \
    critPathCapture "buffer[7]" \
    detailedRoute.firstIterationViolations 89 \
    finalHoldViolCount 0 \
    syn_inst 194 \
    site_rows 33 \
    netlist_area_um2 1970 \
    timing.critical_path.arrival_ns 3.17 \
    finish.cell_count_without_fillers 343 \
    grt_remaining_overflow 0 \
    timing.slew.headroom_pct 9.83 \
    worst_path_required_ns 2.81 \
    setup_repair_after_global_routing_missed_its_margin "yes" \
    yosysCellCount 194 \
    final_max_slew_viol_count 0 \
    met3_length_um 184 \
    route.detailed.vias_per_inst 4.48 \
    netlist.top_cell.by_instances "sky130_fd_sc_hd__edfxtp_1" \
    routed_wirelength_um 4070 \
    cts_buffers 5 \
]
-- per-layer routing --
metal | GRT usage (%) | vias up
li1 | - | 783
met1 | 9.20 | 727
met2 | 10.5 | 24
met3 | 1.86 | 2
met4 | 0.608 | 0
met5 | 0 | -
-- kinds of logic after synthesis --
family | Yosys count | synth area share (%)
AND-OR/OR-AND | 26 | 10.1
XOR/XNOR | 12 | 5.35
adder cells (fa/ha/maj) | 17 | 10.8
buffers and inverters | 26 | 5.54
flip-flops | 29 | 43.3
multiplexers | 7 | 3.56
other | 1 | 0.191
AND/OR/NAND/NOR | 76 | 21.1
-- placed cells by master (no fill, tap or decap), types with 3 or more instances in the layout --
master	instances
sky130_fd_sc_hd__a2111oi_4	4
sky130_fd_sc_hd__a21oi_1	3
sky130_fd_sc_hd__buf_4	28
sky130_fd_sc_hd__clkbuf_8	5
sky130_fd_sc_hd__clkdlybuf4s50_1	11
sky130_fd_sc_hd__conb_1	6
sky130_fd_sc_hd__edfxtp_1	27
sky130_fd_sc_hd__ha_1	12
sky130_fd_sc_hd__ha_4	3
sky130_fd_sc_hd__inv_1	15
sky130_fd_sc_hd__mux2i_1	7
sky130_fd_sc_hd__nand2_1	15
sky130_fd_sc_hd__nand3_1	4
sky130_fd_sc_hd__nor2_1	19
sky130_fd_sc_hd__nor2b_1	3
sky130_fd_sc_hd__o211ai_1	5
sky130_fd_sc_hd__o21ai_0	3
sky130_fd_sc_hd__xnor2_1	7
sky130_fd_sc_hd__xor2_1	5
-- worst min-delay path by stage --
stage,startpoint,to,cells after the start
final,buffer[2],rx_msg[2],0
after global routing,buffer[2],rx_msg[2],0
after CTS,buffer[2],rx_msg[2],0
-- what timing repair did --
action | CTS | global route
buffers inserted | 8 | 2
pin swaps | 14 | 8
endpoints found under the hold margin | 0 | 0
endpoints found under the setup margin | 8 | 8
gates resized | 18 | 4
-- state kept, by name, indices dropped and copies added (netlist names) --
register     cells
rx_complete      1
rx_parity        1
rx_msg           8
state            1
counter          6
data_cycles      4
buffer           8
-- where the power goes --
| part | switching, mW | internal [mW] | leakage, nW |
|---|---|---|---|
| registers | 0.133 | 0.763 | 0.278 |
| clock network | 0.167 | 0.171 | 0.0439 |
| logic | 1.07 | 0.962 | 0.672 |
-- critical path, stage by stage, from the launching register on --
cell and delay, ns:
sky130_fd_sc_hd__edfxtp_1 0.40, sky130_fd_sc_hd__inv_2 0.10, sky130_fd_sc_hd__ha_4 0.13, sky130_fd_sc_hd__nor2b_4 0.14, sky130_fd_sc_hd__nand2_2 0.07, sky130_fd_sc_hd__ha_4 0.27
sky130_fd_sc_hd__and3_4 0.20, sky130_fd_sc_hd__o211ai_1 0.10, sky130_fd_sc_hd__ha_1 0.33, sky130_fd_sc_hd__nor4_4 0.27, sky130_fd_sc_hd__nand4_1 0.14, sky130_fd_sc_hd__buf_6 0.17
sky130_fd_sc_hd__a2111oi_4 0.30, sky130_fd_sc_hd__mux2i_1 0.23, sky130_fd_sc_hd__nor2_1 0.05
-- area by class of cell --
type / instances / area [µm²] / area share, %
well taps: 105 / 131 / 4.89
clock inverters: 3 / 17.5 / 0.652
inverters: 17 / 66.3 / 2.47
repair buffers: 40 / 332 / 12.3
flip-flops and latches: 29 / 851 / 31.7
multi-input cells: 144 / 1220 / 45.4
clock buffers: 5 / 68.8 / 2.56
Power and IR drop assume default switching activity.
