### /design/flow/design.v
module t2a_dht(
    input clk_50M,
    input reset,
    inout sensor,
    output reg [7:0] T_integral,
    output reg [7:0] RH_integral,
    output reg [7:0] T_decimal,
    output reg [7:0] RH_decimal,
    output reg [7:0] Checksum,
    output reg data_valid
);
    initial begin
        T_integral = 0;
        RH_integral = 0;
        T_decimal = 0;
        RH_decimal = 0;
        Checksum = 0;
        data_valid = 0;
    end
localparam idle = 3'b000, wait_low = 3'b001, wait_high = 3'b010, read_low = 3'b011, read_high = 3'b100,update = 3'b101,check = 3'b110,stop = 3'b111;
reg[3:0] state;
reg[5:0] bit_counter;
reg[39:0] data;
reg[7:0] sum;
reg[12:0]counter; 
reg prev;
wire sensor_in = sensor;
wire sensor_fall = prev & ~sensor_in; 
wire sensor_rise = ~prev & sensor_in;
always @(posedge clk_50M or negedge reset) begin
	if (!reset) begin
		prev <=1; 
      state <= idle;
		counter <= 0;
		bit_counter <= 39;
		data_valid <= 0;
		T_integral <= 0; RH_integral <= 0;
		T_decimal <= 0; RH_decimal <= 0;
		Checksum <= 0;
		data <= 0;
		sum <= 0;
	end else begin
		prev <= sensor_in;
		if(state != update)
			data_valid <= 0;
		if (sensor_fall || sensor_rise) 
			counter <= 0;
      else if (state == wait_low || state == wait_high || state == read_low || state == read_high) 
			counter <= counter + 1;
		else 
			counter <= 0;
	case(state)
		idle : begin
			if (sensor_fall) begin
				state <= wait_low;
				bit_counter <= 39;
				data <= 0;
			end
		end
		wait_low : begin
			if(sensor_rise) 
				state <= wait_high;
		end
		wait_high : begin
			if(sensor_fall) 
				state <= read_low;
		end
		read_low: begin
			if(sensor_rise) 
				state <= read_high;
		end
		read_high : begin
			if(sensor_fall) begin 
				if (counter > 2400) 
					data[bit_counter] <= 1;
				else
					data[bit_counter] <= 0;
				if (bit_counter == 0)
					state <= update;
				else begin
					state <= read_low;
					bit_counter <= bit_counter - 1;
				end
			end else if (bit_counter == 0 && counter > 4000) begin  
					if(counter > 2400)
						data[bit_counter] <= 1;
					else
						data[bit_counter] <= 0;
					state <= update;
			end
		end
		update : begin
			RH_integral <= data[39:32];
			RH_decimal <= data[31:24];
			T_integral <= data[23:16];
			T_decimal <= data[15:8];
			Checksum <= data[7:0];
			sum <= (data[39:32]+data[31:24]+data[23:16]+data[15:8]);
			state <= check;
		end
		check : begin
			if (Checksum== sum) 
				data_valid <= 1;
			else 
				data_valid <= 0;
			state <= stop;
		end
		stop : begin
			state <= idle;
      end
      default: begin
         state <= idle;
      end
	endcase
	end
end
endmodule
### /design/flow/constraint.sdc
current_design t2a_dht

set clk_period 5.4
set clk_io_pct 0.2

create_clock -name clk0 -period $clk_period [get_ports {clk_50M}]

set non_clock_inputs [all_inputs -no_clocks]
set_input_delay [expr $clk_period * $clk_io_pct] -clock clk0 $non_clock_inputs
set_output_delay [expr $clk_period * $clk_io_pct] -clock clk0 [all_outputs]
### /design/flow/config.mk
export PLATFORM = sky130hd
export DESIGN_NAME = t2a_dht
export DESIGN_NICKNAME = t2a_dht
export VERILOG_FILES = /design/flow/design.v
export SDC_FILE = /design/flow/constraint.sdc
export NUM_CORES = 4
export LEC_CHECK = 1
export CORE_UTILIZATION = 50
### /design/flow/run.sh
#!/bin/bash
# OpenROAD 26Q1-2900-gdf79404cd8, Yosys 0.63+post, stock flow scripts
make -C /OpenROAD-flow-scripts/flow DESIGN_CONFIG=/design/flow/config.mk WORK_HOME=/design/flow/orfs finish
==> results.json <==
{
  "async_flop_share": 1.00,
  "h-tree-depth": 4,
  "cts-buffers-inserted": 17,
  "port_buffers": 42,
  "untimed_endpoints": 1,
  "edf_count": 0,
  "yosys_warnings": 1,
  "ys_seq_elements": 117,
  "synthesis.area_sq_um": 6350,
  "placementRows": 40,
  "grt_max_degree": 54,
  "synth_cell_types": 65,
  "ys_cells": 580,
  "gp_congestion": 0.880,
  "ys_area_sq_um": 6350,
  "synth_top_area_share": 0.438,
  "cts_buffer_depth": 2,
  "stop_stage": "global routing (5_1_grt)",
  "hold_buffers": 0,
  "io_pins": 44,
  "post-place-ws_ns": 2.25,
  "area_leaders": "dfrtp_1, mux2_2, fa_1",
  "syn_inst": 580,
  "yosys.area.top_type": "dfrtp_1",
  "hpwl_mm": 10.3,
  "ys.flop_type": "dfrtp_1",
  "dp_cells": 765,
  "postSynthAreaPerCell_sq_um": 10.9,
  "status": "did not finish",
  "fp.dieW_microns": 115,
  "postCtsSetupBuffers": 0,
  "die_h_microns": 115,
  "error_message": "[ERROR RSZ-0074] Failed to build tree from global routes for pin 'sensor' and net 'sensor' at grid (10350, 3450): found route to 4 pins, expected 3",
  "fp-utilization": 0.520,
  "cts_root_buf": "clkbuf_16",
  "cts.repair.resized": 0,
  "synth_seq_share": 0.463,
  "clock-sinks": 117
}
==> Yosys cell counts (all sizes together) (5+ instances only) <==
master  instances
a21oi           9
a22oi           6
a31oi           5
a32oi          10
and2           11
buf            13
clkbuf         20
dfrtp         111
dfstp           6
fa             14
ha             15
inv            54
mux2           44
nand2          33
nand3          10
nor2           25
o211ai         12
o21ai          44
o311ai         24
o41ai          10
or3             6
xnor2          12
xor2           14
==> cells by family after synthesis <==
logic type | synth area share
fa+ha+maj | 0.0737
mux | 0.0781
flops | 0.463
simple gates | 0.0988
xor+xnor | 0.0359
compound gates | 0.194
buf+inv | 0.0568
==> metrics by stage <==
step,cell area [sq um],hold WS (ns)
3_5_place_dp,6890,0.458
3_3_place_gp,6890,0.461
4_1_cts,7450,0.479
2_1_floorplan,6350,0.375
